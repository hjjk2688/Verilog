--- design.v ---
`timescale 1ns / 1ps
module UltrasonicDistanceFSM(
    input clk, rst,
    output trig,
    input echo,
    output [9:0] distance_cm_out,
    output [2:0] curr_state_out,
    output led_1hz
    );
    localparam [2:0]
    IDLE = 0,
    TRIG = 1,
    WAIT = 2,
    MEASURE = 3,
    TENMS = 4;
    reg [2:0] curr_state, next_state;
    always @ (posedge clk) begin
        if(rst == 1) begin
            curr_state <= IDLE;
        end
        else begin
            curr_state <= next_state;
        end
    end
    assign curr_state_out = curr_state;
    reg [26:0] cnt1s;
    always @(posedge clk) begin
        if (rst ==1) begin
            cnt1s <= 0;
        end
        else begin
            cnt1s <= cnt1s +1;
            if( cnt1s == (100_000_000 - 1)) begin
                cnt1s <= 0;
            end
        end
    end
    wire trigEn;
    assign trigEn = (cnt1s == (100_000_000 - 1))? 1: 0;
    reg [9:0] cnt10us;
    always @(posedge clk) begin
        if (rst ==1) begin
            cnt10us <= 0;
        end
        else if(curr_state == TRIG)begin
            cnt10us <= cnt10us +1;
            if( cnt10us == (1000 - 1)) begin
                cnt10us <= 0;
            end
        end
        else begin
            cnt10us <= 0;
        end
    end
    wire tTrig = (cnt10us == (1000 - 1))? 1: 0;
    reg [15:0] cnt460us;
    always @(posedge clk) begin
        if (rst ==1) begin
            cnt460us <= 0;
        end
        else if(curr_state == WAIT)begin
            cnt460us <= cnt460us +1;
            if( cnt460us == (46000)) begin  
                cnt460us <= 0;
            end
        end
        else begin
            cnt460us <= 0;
        end
    end
    wire tWait;
    assign tWait = (cnt460us == (46000))? 1: 0;
    reg [21:0] cnt18ms;
    reg [21:0] distance_duration;
    always @(posedge clk) begin
        if (rst ==1) begin
            cnt18ms <= 0;
            distance_duration <= 0;
        end
        else if(curr_state == MEASURE)begin
            cnt18ms <= cnt18ms +1;
            if(echo == 0) begin
                distance_duration <= cnt18ms;
            end
            if( cnt18ms == (1800_000 - 1)) begin
                cnt18ms <= 0;
            end
        end
        else begin
            cnt18ms <= 0;
        end
    end
    wire tMeasure_done;
    assign tMeasure_done = (cnt18ms == (1800_000 - 1))? 1: 0;
    reg [19:0] cnt10ms;
    always @(posedge clk) begin
        if (rst ==1) begin
            cnt10ms <= 0;
        end
        else if(curr_state == TENMS) begin
            cnt10ms <= cnt10ms +1;
            if( cnt10ms == (1000_000 - 1)) begin
                cnt10ms <= 0;
            end
        end
        else begin
            cnt10ms <= 0;
        end
    end
    wire t10ms;
    assign t10ms = (cnt10ms == (1000_000 - 1))? 1: 0;
    wire [9:0] distance_cm = distance_duration * 17 / 100_000;
    assign distance_cm_out = distance_cm;
    always @(*) begin
        next_state = curr_state;
        case(curr_state)
            IDLE:begin
                if(trigEn == 1)begin
                    next_state = TRIG;
                end
            end
            TRIG: begin
                if(tTrig == 1)begin
                    next_state = WAIT;
                end
            end
            WAIT: begin
                if(echo == 1) begin
                    next_state = MEASURE;
                end
                else if(tWait == 1) begin
                    next_state = IDLE;
                end
            end
            MEASURE: begin
                if(echo == 0) begin
                    next_state = TENMS;
                end
                else if(tMeasure_done == 1) begin
                    next_state = IDLE;
                end
            end
            TENMS: begin
                if(t10ms == 1) begin
                    next_state = IDLE;
                end
            end
        endcase
    end
    assign trig = (curr_state == TRIG) ? 1 : 0;
endmodule
--- run.sh ---
#!/bin/bash
# OpenROAD 26Q1-2900-gdf79404cd8, Yosys 0.63+post, stock flow scripts
make -C /OpenROAD-flow-scripts/flow DESIGN_CONFIG=/design/flow/config.mk WORK_HOME=/design/flow/orfs finish
--- config.mk ---
export PLATFORM = sky130hd
export DESIGN_NAME = UltrasonicDistanceFSM
export DESIGN_NICKNAME = UltrasonicDistanceFSM
export VERILOG_FILES = /design/flow/design.v
export SDC_FILE = /design/flow/constraint.sdc
export NUM_CORES = 4
export LEC_CHECK = 1
export CORE_UTILIZATION = 40
--- constraint.sdc ---
current_design UltrasonicDistanceFSM

set clk_period 22.7
set clk_io_pct 0.2

create_clock -name clk0 -period $clk_period [get_ports {clk}]

set non_clock_inputs [all_inputs -no_clocks]
set_input_delay [expr $clk_period * $clk_io_pct] -clock clk0 $non_clock_inputs
set_output_delay [expr $clk_period * $clk_io_pct] -clock clk0 [all_outputs]
==> flow_metrics.tcl <==
# collected from the flow reports
set metrics [dict create \
    ys_types 124 \
    ys_cells 1431 \
    antenna_found_initial 0 \
    crit_slowest_cell "a221oi_2" \
    antenna_left 0 \
    worstPathRequired_ps 18160 \
    top_cells_by_area "dfxtp_1, nor2_1, nand2_1, xnor2_1, xor2_1" \
    grt_overflow 0 \
    cp-endpoint "distance_cm_out[0]" \
    cp_max_fo 18 \
    insertion_delay_ps 400 \
    vdd_drop_max_uv 55.8 \
    cts.repair.resized 0 \
    final_common_cell "nor2_1" \
    clock-sinks 120 \
    cts_hold_buf 0 \
    root_buffer "clkbuf_16" \
    setup_tns_ps 0 \
    worstSetupEndpointType "primary output" \
    finalSetupViolCount 0 \
    diodes 0 \
    tightestPinTransition_ps 964 \
    avgSynthCellArea_um2 7.56 \
    yosys_register_bits 120 \
    use_met3_pct 1.16 \
    fmax_mhz 54.7 \
    htree_levels 4 \
    warnings 26 \
    startpoint_type "flop" \
    worstRegToRegCells 11 \
    dr_total_vias 10062 \
    r2r_end "curr_state[0]$_SDFFE_PP0P_" \
    netlist_area_um2 10800 \
    grt_pass1_vias 8970 \
    timing.rr.start "cnt1s[0]$_SDFF_PP0_" \
    drc 0 \
    cts_tree "built" \
    port_buffers 16 \
    fp_util_pct 41.2 \
    cts_setup_buffers 0 \
    hold_viol_final 0 \
    die_h_um 166 \
    fp.coreArea_um2 26300 \
    p_leak_nw 4.39 \
    crit_arrival_ps 13730 \
    grt_pass1_wl_um 43500 \
    drv_cap 0 \
    use_met2_pct 29.3 \
    reg2reg_slack_ps 20310 \
    io_pins 18 \
    edf_count 0 \
    dr.pass1.iters 16 \
    slew_viol_final 0 \
    fin_util_pct 45.0 \
    dpl.hpwl_um 19300 \
    via_per_inst 5.68 \
    gp_congestion 0.920 \
    globalRoute.busiestLayer "met2" \
    status "finished, final reports clean" \
    worst_path_most_repeated_cell "inv_2" \
    die_w_um 166 \
    numCtsBuffers 17 \
    p_per_area_nw_per_um2 42.6 \
    setup.worst_path.start "distance_duration[5]$_SDFFE_PP0P_" \
    drt_iter0_drc 581 \
    syn_inst 1431 \
    synth.top_cell.area_share_pct 22.2 \
    slowest_delay_ps 860 \
    area_growth_pct 9.29 \
    routed_wl_um 25100 \
    min_period_over_period_pct 80.5 \
    critPathKind "reg2out" \
    dieArea_um2 27700 \
    place_ws_ps 5060 \
    grt_max_degree 28 \
    clk_pin_slew_ps 60 \
    wl_per_cell_um 14.2 \
    yosysWarnings 2 \
    hold_slack_ps 456 \
    track_usage_pct 18.5 \
    clk_path_buf_depth 2 \
    yosys_area_um2 10800 \
    use_met1_pct 29.1 \
    drive_gt1_share_pct 8.70 \
    ff_type "dfxtp_1" \
    async_flop_share_pct 0 \
    hp-class "reg2reg" \
    fp-row-count 59 \
    fin_skew_ps 4.86 \
    setup_slack_ps 4430 \
    grt_setup_unrepaired "false" \
    relSlewSlack_pct 35.7 \
    seq_area_frac_synth_pct 22.2 \
    period_needed_ps 18270 \
    final_cell_mix "nor2_1, nand2_1, dfxtp_1" \
    total_power_mw 0.504 \
    top_area_cell "dfxtp_1" \
]
==> metrics by stage <==
stage	instance area (µm²)	instances
final	11800	1771
after global routing	11800	1771
after CTS	11800	1771
after detailed placement	11200	1739
after global placement	11200	1739
after floorplan	10800	1431
==> critical path, delay by kind of cell, from the launching register on <==
kind | cells | cell delay [ps]
buffers and inverters | 5 | 1260
adders and majority gates | 3 | 770
DFF | 1 | 380
AOI/OAI and AO/OA | 19 | 6640
xor gates and xnor gates | 1 | 340
and+or+nand+nor | 12 | 3220
muxes | 3 | 700
==> area by class of cell <==
cell class	count	area (µm²)
timing repair buffer	22	205
multi-input combinational	1232	8080
clock inverter	11	149
tap	335	419
clock buffer	21	450
sequential	120	2400
inverter	30	113
fill	2611	14500
==> where the power goes <==
group          switching (mW)  leakage, nW  total, mW  internal (mW)
registers             0.00367        0.967      0.217          0.213
clock network          0.0926        0.283      0.268          0.175
logic                  0.0103         3.14     0.0190        0.00870
==> logic make-up after synthesis <==
kind of cell / after synthesis / synth area share [%]
AOI/OAI and AO/OA: 373 / 25.7
adders and majority gates: 47 / 5.41
other: 1 / 0.0347
and+or+nand+nor: 640 / 29.1
xor gates and xnor gates: 147 / 12.1
DFF: 120 / 22.2
buffers and inverters: 79 / 3.07
muxes: 24 / 2.39
==> per-layer routing <==
| metal | share of wire [%] | vias to the layer above |
|---|---|---|
| li1 | - | 5257 |
| met1 | 52 | 4647 |
| met2 | 45 | 143 |
| met3 | 2.1 | 15 |
| met4 | 0.77 | 0 |
| met5 | 0 | - |
==> cells in the mapped netlist, types with 12 or more instances <==
cell / instances
a211oi_1: 15
a21o_1: 14
a21oi_1: 79
a31oi_1: 19
and2_1: 18
and3_1: 32
clkbuf_1: 36
dfxtp_1: 120
ha_1: 42
inv_1: 24
mux2i_1: 14
nand2_1: 173
nand2b_1: 12
nand3_1: 67
nand4_1: 25
nor2_1: 185
nor3_1: 38
o211ai_1: 28
o21a_1: 15
o21ai_0: 47
or2_2: 12
or3_1: 12
xnor2_1: 72
xor2_1: 72
==> registers in the layout, indices dropped and copies added, names as in the netlist <==
| register | cells |
|---|---|
| cnt1s | 27 |
| curr_state | 3 |
| cnt18ms | 22 |
| distance_duration | 22 |
| cnt460us | 16 |
| cnt10ms | 20 |
| cnt10us | 10 |
==> worst min-delay path by stage <==
stage     slack, ps  cells past startpoint                   from                    end
6_report        460                      1    cnt1s[0]$_SDFF_PP0_    cnt1s[0]$_SDFF_PP0_
5_1_grt         480                      1  cnt10us[0]$_SDFF_PP0_  cnt10us[0]$_SDFF_PP0_
4_1_cts         460                      1  cnt10us[0]$_SDFF_PP0_  cnt10us[0]$_SDFF_PP0_
Power figures rest on the tool's default switching activity, not on a simulated workload.
