==> ./design.v <==
module UltrasonicDistanceCM(
    input clk, rst,
    output trig,
    input echo,
    output [9:0] distance_cm_out,
    output [2:0] curr_state_out,
    output led_1hz
    );
    localparam [2:0]
    IDLE = 3'b000,
    TriggerStart = 3'b001,
    TriggerEnd = 3'b010,
    EchoWait = 3'b011,
    EchoStarted = 3'b100,
    EchoEnded = 3'b101;
    reg [2:0] curr_state, next_state;
    always @ (posedge clk) begin : state_register
        if(rst==1) begin
            curr_state <= IDLE;
        end else begin
            curr_state <= next_state;
        end
    end
    assign curr_state_out = curr_state;
    reg [26:0] count1hz;
    always @ (posedge clk) begin : timer1hz
        if(rst==1) begin
            count1hz <= 0;
        end else begin
            count1hz <= count1hz + 1;
            if(count1hz == (100_000_000 - 1)) begin
                count1hz <= 0;
            end
        end
    end
    assign led_1hz = (count1hz < (100_000_000 / 2)) ? 1 : 0;
    wire en1hz = (count1hz == (100_000_000 - 1)) ? 1 : 0;
    reg [9:0] count10us;  
    always @ (posedge clk) begin : timer10us
        if(rst==1) begin
            count10us <= 0;
        end else if(curr_state == TriggerStart) begin
            count10us <= count10us + 1;
            if(count10us == 1000 - 1) begin
                count10us <= 0;
            end
        end else begin
            count10us <= 0;
        end
    end
    wire done_10us = (count10us == 1000 - 1) ? 1 : 0;
    reg [19:0] count10ms;  
    always @ (posedge clk) begin : timer10ms
        if(rst==1) begin
            count10ms <= 0;
        end else if(curr_state == EchoEnded) begin
            count10ms <= count10ms + 1;
            if(count10ms == 1000_000 - 1) begin
                count10ms <= 0;
            end
        end else begin
            count10ms <= 0;
        end
    end
    wire done_10ms = (count10ms == 1000_000 - 1) ? 1 : 0;
    reg [21:0] count_distance, duration_10ns;
    always @ (posedge clk) begin : timer_distance
        if(rst==1) begin
            count_distance <= 0;
            duration_10ns <= 0;
        end else if(curr_state == EchoStarted) begin
            count_distance <= count_distance + 1;
            if(echo==0) begin
                duration_10ns <= count_distance;
            end
        end else begin
            count_distance <= 0;
        end
    end
    wire [9:0] distance_cm = duration_10ns * 17 / 100_000;
    assign distance_cm_out = distance_cm;
    always @ * begin : comb_next_state
        next_state = curr_state;
        case(curr_state)
            IDLE: begin  
                if(en1hz==1) begin
                    next_state = TriggerStart;
                end
            end
            TriggerStart: begin  
                if(done_10us==1) begin
                    next_state = TriggerEnd;
                end
            end
            TriggerEnd: begin  
                next_state = EchoWait;
            end
            EchoWait: begin  
                if(echo==1) begin
                    next_state = EchoStarted;
                end else if(en1hz==1) begin
                    next_state = IDLE;  
                end
            end
            EchoStarted: begin  
                if(echo==0) begin
                    next_state = EchoEnded;
                end
            end
            EchoEnded: begin  
                if(done_10ms==1) begin
                    next_state = IDLE;
                end
            end
        endcase
    end
    assign trig = (curr_state == TriggerStart) ? 1 : 0;
endmodule
module UltrasonicDistanceDisplay(
    input clk,  
    input rst,  
    output trig,  
    input echo,  
    output led_1hz,  
    output [3:0] AN,  
    output [6:0] dec_out,  
    output reg[0:5] curr_state_led  
    );
    wire [9:0] distance_cm_out;
    wire [2:0] curr_state_out;
    UltrasonicDistanceCM udCM_0 (
        .clk(clk),
        .rst(rst),
        .trig(trig),
        .echo(echo),
        .distance_cm_out(distance_cm_out),
        .curr_state_out(curr_state_out),
        .led_1hz(led_1hz)
    );
    wire [13:0] Digit = {4'b0000, distance_cm_out};
    _4_DIGIT_DISPLAY _4_dd_0 (
        .CLK100MHz(clk),
        .RST(rst),
        .Digit(Digit),
        .AN(AN),
        .dec_out(dec_out)
    );
    always @ * begin
        curr_state_led = 6'b000000;
        case(curr_state_out)
            3'b000: curr_state_led = 6'b100000;
            3'b001: curr_state_led = 6'b010000;
            3'b010: curr_state_led = 6'b001000;
            3'b011: curr_state_led = 6'b000100;
            3'b100: curr_state_led = 6'b000010;
            3'b101: curr_state_led = 6'b000001;
            default: curr_state_led = 6'b000000;
        endcase
    end
endmodule
==> ./run.sh <==
#!/bin/bash
# OpenROAD 26Q1-2900-gdf79404cd8, Yosys 0.63+post, stock flow scripts
make -C /OpenROAD-flow-scripts/flow DESIGN_CONFIG=/design/flow/config.mk WORK_HOME=/design/flow/orfs finish
==> ./config.mk <==
export PLATFORM = sky130hd
export DESIGN_NAME = UltrasonicDistanceCM
export DESIGN_NICKNAME = UltrasonicDistanceCM
export VERILOG_FILES = /design/flow/design.v
export SDC_FILE = /design/flow/constraint.sdc
export NUM_CORES = 4
export LEC_CHECK = 1
export CORE_UTILIZATION = 30
==> ./constraint.sdc <==
current_design UltrasonicDistanceCM

set clk_period 25.8
set clk_io_pct 0.2

create_clock -name clk0 -period $clk_period [get_ports {clk}]

set non_clock_inputs [all_inputs -no_clocks]
set_input_delay [expr $clk_period * $clk_io_pct] -clock clk0 $non_clock_inputs
set_output_delay [expr $clk_period * $clk_io_pct] -clock clk0 [all_outputs]
==> flow_summary.ini <==
; physical design summary
[cts]
clkLatencyLatePin_ps = 340
cts_made_buffers = 9
hold_buffers = 0
clkSlewWorstSetupHoldPaths_ps = 80
cts.repair.resized = 0
cts.sinks = 104
clk_path_buf_depth = 2
root_buffer = clkbuf_16
cts_tree = built
cts_setup_buffers = 0
h-tree-depth = 3

[placed_design]
pre_cts_slack_ps = 6950
hpwl_mm = 21.5
gp_congestion = 0.950
portBuffers = 17

[global_route]
grt_pass1_vias = 9707
grt_max_degree = 31
antenna_found_initial = 0
grt_util_all_layers_pct = 15.6
grt_pass1_wl_mm = 47.7
overflow = 0

[yosys]
synth-main-ff-cell = dfxtp_1
area_leaders = dfxtp_1 (19%), nor2_1 (6.5%), nand2_1 (6.0%)
synth_area_sq_mm = 0.0108
yosysUniqueCellTypes = 105
async_flop_share_pct = 0
yosysTopAreaCellShare_pct = 19.3
synth-seq-cells = 104
top_cell = nor2_1
yosys_warnings = 1
ys_seq_share_pct = 19.3
ys_area_sq_mm = 0.0108
edf_count = 0
synth_top_cell_by_area = dfxtp_1
netlist_top_cells_count = nor2_1 (187), nand2_1 (174), a21oi_1 (107), dfxtp_1 (104), nand3_1 (74)
yosysCellCount = 1500
synthCells = 1500
avgSynthCellArea_sq_um = 7.21

[setup_path]
worstSetupStartpointType = flop
endpoint_kind = output port
cp_num_buf_inv = 8
crit_arrival_ps = 14290
critPathKind = reg -> out
worst-path-max-fanout = 21
cp_top_family = AND-OR/OR-AND gates
critPathSlowestCell = nor4b_1
crit_required_ps = 20640
slowest_delay_ps = 710

[timing]
fmax_ghz = 0.0514
slew_headroom_pct = 40.2
slew_viol_final = 0
fin_ws_ps = 6350
min_period_ps = 19450
hold_viol = 0
tightest_slew_ps = 890
setup_tns_ps = 0
rsz0062_at_grt = false
finClkSkew_ps = 8.41
setup_viol = 0
min_period_over_period_pct = 75.4

[drt]
via_count = 10700
wl_mm = 27.7
wire_per_inst_um = 14.2
drtPass1Iterations = 5
routed_via_density = 5.48
diodes = 0
drtIter0Drc = 731
drc = 0
ant_nets = 0

[floorplan]
fp-utilization_pct = 30.5
core_area_sq_mm = 0.0355
rows = 69
die_h_um = 192
die_w_um = 192
io_pins = 18
chipArea_sq_mm = 0.0368

[worst_hold_path]
hold_path.class = reg -> reg

[run_status]
status = complete, no violations

[final_layout]
drive_gt1_share_pct = 6.87
fillers = 3708
syn2layout_area_growth_pct = 8.52
logic_area_sq_mm = 0.00837
flop_area_sq_mm = 0.00208

[power_and_ir_drop]
powerDensity_mw_per_mm2 = 28.7
p_leak_nw = 4.17
ir_drop_mv = 0.0510

[flow_run]
warnings = 25
maxCapViolations = 0
cell families (layout without fill, tap and decap cells):
kind of cell,count (synthesis),after routing,synth area share (%)
AND-OR/OR-AND,423,423,27.0
XOR/XNOR,137,137,11.4
adder cells (fa/ha/maj),44,44,5.09
buffers and inverters,88,73,3.38
flip-flops,104,104,19.3
multiplexers,36,36,3.43
AND/OR/NAND/NOR,668,668,30.4
path summary, 6_finish.rpt:
check	depth (start not counted)	from	slack (ps)	endpoint
max	46	duration_10ns[5]$_SDFFE_PP0P_	6350	distance_cm_out[0]
min	1	count10us[0]$_SDFF_PP0_	450	count10us[0]$_SDFF_PP0_
max reg2reg	11	count1hz[10]$_SDFF_PP0_	23410	curr_state[1]$_SDFFE_PP0P_
min reg2reg	1	count10us[0]$_SDFF_PP0_	450	count10us[0]$_SDFF_PP0_
where the power goes:
group | internal (mW) | total (mW) | switching [mW] | leakage [nW]
Combinational | 0.0122 | 0.0266 | 0.0144 | 3.18
Sequential | 0.163 | 0.169 | 0.00537 | 0.838
Clock | 0.0783 | 0.141 | 0.0631 | 0.157
registers in the layout (all words and copies together) (netlist names):
register and count:
count10ms 20, count10us 10, count1hz 27, count_distance 22, curr_state 3, duration_10ns 22
placed cells by master (no fill, tap or decap), types with 28 or more instances in the layout:
cell type and instances:
nor2_1 187, nand2_1 174, a21oi_1 107, dfxtp_1 104, nand3_1 74, xnor2_1 71, xor2_1 61, o21ai_0 59
nor3_1 43, ha_1 40, mux2i_1 28
metal layers:
layer	share of wire (%)	global-route usage (%)	vias up	routed length, um
met5	0	0	-	0
met4	1.8	2.96	0	486
met3	3.5	1.16	40	974
met2	44	24.4	266	12200
met1	51	23.6	4864	14100
li1	-	-	5495	-
per-stage QoR:
stage               util, %  cells  power [mW]  instance area [sq um]  hold WS, ps
global placement       32.2   1930       0.198                  11400          427
detailed placement     32.2   1930       0.198                  11400          432
global route           33.1   1946       0.353                  11700          465
CTS                    33.1   1946       0.342                  11700          447
floorplan                 -   1500       0.189                  10800          413
finish                 33.1   1946       0.337                  11700          446
area by class of cell:
class	instances	area share, %
Sequential cell	104	17.7
Clock buffer	9	1.92
Clock inverter	7	0.810
Inverter	23	0.736
Multi-Input combinational cell	1308	71.3
Timing Repair Buffer	34	2.54
Tap cell	461	4.92
Power figures rest on the tool's default switching activity, not on a simulated workload.
