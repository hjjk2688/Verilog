### flow/design.v
`timescale 1ns / 1ps
module jun_CPU(
    );
endmodule
module SingleCycleProcessor(
    );
    wire [31:0] PC, PCNext;
    wire [31:0] PCPlus4;
    wire [31:0] PCTarget;
    wire [31:0] Instr;
    wire [31:0] WriteData;
    wire [31:0] ImmExt;
    wire [31:0] SrcA, SrcB;
    wire [31:0] ALUResult;
    wire [31:0] ReadData;
    wire [31:0] Result;
    wire [6:0] op;
    wire [2:0] func3;
    wire        funct7; 
    wire        Zero;
    wire        PCSrc;
    wire [1:0]  ResultSrc;
    wire        MemWrite;
    wire [2:0]  ALUControl;
    wire        ALUSrc;
    wire [1:0]  ImmSrc;
    wire        RegWrite;
    assign op = Instr[6:0];
    assign func3 = Instr[14:12];
    assign funct7 = Instr[30];
    ControlUnit u_ControlUnit (
        .op(op),
        .func3(func3),
        .funct7(funct7),
        .Zero(Zero),
        .PCSrc(PCSrc),
        .ResultSrc(ResultSrc),
        .MemWrite(MemWrite),
        .ALUControl(ALUControl),
        .ALUSrc(ALUSrc),
        .ImmSrc(ImmSrc),
        .RegWrite(RegWrite)
    );
    assign PCPlus4 = PC + 4;
    assign PCTarget = PC + ImmExt;
    assign PCNext = (PCSrc == 1) ? PCTarget : PCPlus4;
    reg clk=0, rst = 0;
    always #20 clk = ~clk;
    initial begin
        rst = 1;
        #30;  
        rst = 0;
    end
    assign ImmExt = (ImmSrc == 2'b00 ) ? {{20{Instr[31]}},Instr[31:20]}:
    (ImmSrc == 2'b01 ) ? {{20{Instr[31]}},Instr[31:25],Instr[11:7]}:
    (ImmSrc == 2'b10)?{{20{Instr[31]}},Instr[7],Instr[31:25],Instr[11:8],1'b0}:
    (ImmSrc == 2'b11) ?{{12{Instr[31]}}, Instr[19:12], Instr[20], Instr[30:21],1'b0}: {32{1'bx}};
    ProgramCounter pc(
    .clk(clk),
    .rst(rst),
    .PCNext(PCNext),
    .PC(PC)
    );
    InstructionMemory im(
    .A(PC),
    .RD(Instr)
    );
    RegisterFile rf(
    .clk(clk),
    .WE3(RegWrite),
    .A1(Instr[19:15]),  
    .A2(Instr[24:20]),  
    .A3(Instr[11:7]),   
    .WD3(Result),
    .RD1(SrcA),
    .RD2(WriteData)
    );
    DataMemory dm(
    .clk(clk),
    .WE(MemWrite),
    .A(ALUResult),
    .WD(WriteData),
    .RD(ReadData)
    );
    assign SrcB = (ALUSrc == 0)? WriteData : ImmExt;
    ALU alu(
    .SrcA(SrcA),
    .SrcB(SrcB),
    .ALUControl(ALUControl),
    .ALUResult(ALUResult),
    .Zero(Zero)
    );
    assign Result = (ResultSrc == 2'b00)?ALUResult:
    (ResultSrc == 2'b01)?ReadData:
    (ResultSrc == 2'b10)?PCPlus4: {32{1'bx}};
endmodule
module ProgramCounter(
    input clk,
    input rst,
    input [31:0] PCNext,
    output reg [31:0] PC
    );
    always @(posedge clk, posedge rst) begin
        if(rst == 1'b1) begin
            PC <= 32'h1000;
        end
        else begin
            PC <= PCNext;
        end
    end
endmodule
module InstructionMemory(
    input [31:0] A,
    output [31:0] RD
    );
    reg [31:0] mem [0:3];
    initial begin
        mem[0] = 32'hFFC4A303;
        mem[1] = 32'h0064A423;
        mem[2] = 32'h0062E233;
        mem[3] = 32'hFE420AE3;
    end
    assign RD = mem[(A - 32'h1000) >> 2];
endmodule
module RegisterFile(
    input clk,
    input WE3,  
    input [4:0] A1,  
    input [4:0] A2,  
    input [4:0] A3,  
    input [31:0] WD3,
    output  [31:0] RD1,
    output  [31:0] RD2
    );
    reg [31:0] x [0:31];
    integer i;
    initial begin
        for (i = 0; i < 32; i = i + 1) begin
            x[i] = 0;
        end
        x[5] = 32'd6;
        x[9] = 32'h2004;
    end
    assign RD1 = x[A1];
    assign RD2 = x[A2];
    always @(posedge clk) begin
        if(WE3  && A3 != 5'b00000) begin
            x[A3] <= WD3;
        end
    end
endmodule
module DataMemory(
    input clk,
    input WE,
    input [31:0] A,
    input [31:0] WD,  
    output [31:0] RD  
    );
    reg [31:0] mem [0:4095];
    assign RD = mem[A[31:2]];
    initial begin
        mem[2048] = 32'd10;
    end
    always @(posedge clk) begin
        if(WE) begin
            mem[A[31:2]] <= WD;
        end
    end
endmodule
module ALU(
    input [31:0] SrcA,
    input [31:0] SrcB,
    input [2:0] ALUControl,
    output reg[31:0] ALUResult,
    output Zero
    );
    always @(*) begin
        case(ALUControl)
            3'b000: ALUResult = SrcA + SrcB;
            3'b001: ALUResult = SrcA - SrcB;
            3'b010: ALUResult = SrcA & SrcB;
            3'b011: ALUResult = SrcA | SrcB;
            3'b100: ALUResult = SrcA ^ SrcB;
            3'b101: ALUResult = SrcA << SrcB;
            3'b110: ALUResult = SrcA >> SrcB;
            default: ALUResult =32'hx;
        endcase
    end
    assign Zero = (ALUResult == 32'b0);
endmodule
module ControlUnit(
    input [6:0]op,
    input [2:0] func3,
    input funct7,
    input Zero,
    output PCSrc,
    output [1:0] ResultSrc,
    output MemWrite,
    output[2:0]ALUControl,
    output ALUSrc,
    output [1:0]ImmSrc,
    output RegWrite
    );
    wire Jump;
    wire Branch;
    wire [1:0]ALUOp ;
    MainDecoder m_D(op,Branch,Jump,ResultSrc,MemWrite,ALUSrc,ImmSrc,RegWrite,ALUOp);
    ALUDecoder alu_D(ALUOp,op[5],funct3,funct7,ALUControl);
    assign PCSrc=(Zero&Branch) | Jump;
endmodule
module MainDecoder(
    input [6:0] op,
    output Branch,
    output Jump,
    output [1:0] ResultSrc,
    output MemWrite,
    output ALUSrc,
    output [1:0] ImmSrc,
    output RegWrite,
    output [1:0] ALUOp
    );
    assign RegWrite = (op == 7'b000_0011) || (op == 7'b011_0011) || (op == 7'b001_0011) || (op == 7'b110_1111);
    assign ImmSrc = (op == 7'b000_0011 || op == 7'b001_0011) ? 2'b00 :
                    (op == 7'b010_0011) ? 2'b01 :
                    (op == 7'b110_0011) ? 2'b10 :
                    (op == 7'b110_1111) ? 2'b11 : 2'bxx;
    assign ALUSrc = (op==7'b000_0011 )|| (op == 7'b010_0011) || (op == 7'b001_0011);
    assign MemWrite = (op == 7'b010_0011);
    assign ResultSrc = (op == 7'b011_0011 || op == 7'b001_0011) ? 2'b00 :
                       (op == 7'b000_0011) ? 2'b01 :
                       (op == 7'b110_1111) ? 2'b10 : 2'bxx;  
    assign Branch = (op == 7'b110_0011);
    assign ALUOp = ((op == 7'b000_0011) || (op == 7'b010_0011)) ? 2'b00 :
                   (op == 7'b011_0011 || op == 7'b001_0011) ? 2'b10 :
                   (op == 7'b110_0011) ? 2'b01 :
                   (op == 7'b110_1111) ? 2'b00 : 2'bxx;  
    assign Jump = (op == 7'b110_1111);
endmodule
module ALUDecoder(
    input [1:0] ALUOp,
    input op5,
    input [2:0] funct3,
    input funct7,
    output [2:0] ALUControl
    );
    assign ALUControl = (ALUOp == 2'b00)? 3'b000:
    (ALUOp == 2'b01)? 3'b001:
    ((ALUOp == 2'b10) && (funct3 == 3'b000) && ({op5,funct7} !=2'b11))? 3'b000:
    ((ALUOp == 2'b10) && (funct3 == 3'b000) && ({op5,funct7} ==2'b11))? 3'b001:
    ((ALUOp == 2'b10) && (funct3 == 3'b010))? 3'b101:
    ((ALUOp == 2'b10) && (funct3 == 3'b110))? 3'b011:
    ((ALUOp == 2'b10) && (funct3 == 3'b111))? 3'b010: 3'bxxx;
endmodule
### flow/run.sh
#!/bin/bash
# OpenROAD 26Q1-2900-gdf79404cd8, Yosys 0.63+post, stock flow scripts
make -C /OpenROAD-flow-scripts/flow DESIGN_CONFIG=/design/flow/config.mk WORK_HOME=/design/flow/orfs finish
### flow/config.mk
export PLATFORM = sky130hd
export DESIGN_NAME = RegisterFile
export DESIGN_NICKNAME = RegisterFile
export VERILOG_FILES = /design/flow/design.v
export SDC_FILE = /design/flow/constraint.sdc
export NUM_CORES = 4
export LEC_CHECK = 1
export CORE_UTILIZATION = 30
### flow/constraint.sdc
current_design RegisterFile

set clk_period 7.5
set clk_io_pct 0.2

create_clock -name clk0 -period $clk_period [get_ports {clk}]

set non_clock_inputs [all_inputs -no_clocks]
set_input_delay [expr $clk_period * $clk_io_pct] -clock clk0 $non_clock_inputs
set_output_delay [expr $clk_period * $clk_io_pct] -clock clk0 [all_outputs]
==> metrics.csv <==
metric;value;unit
outcome;completed;
grt.total_usage;19.9;%
critical_path.endpoint_type;output port;
ctsHoldBuffers;0;
drt_iter0_drc;2078;
die_area;0.164;sq mm
placed_cells;5569;
finalWorstPathRequiredPeriod;6.05;ns
postPlaceCellArea;0.0527;sq mm
dieHeight;405;um
cp_max_fo;27;
top_area_share;63.1;%
dpl.hpwl;85400;um
maxCapViolations;0;
fill_cells;15300;
largest_register;x;
final_hold_viol_count;0;
dr.pass1.iters;5;
antenna_left;0;
power;12.6;mW
relSlewSlack;39.8;%
worstSetupStartpointType;input pin;
hp-class;input pin to flop;
top_regs;x: 1024 flops;
synth_warnings;1;
coreArea;0.161;sq mm
via_per_inst;5.34;
layout.cells.non_filler;5756;
synthDistinctLibCells;24;
num_vias;30700;
grt_pass1_wl;220000;um
num_io_pins;113;
ys_seq_share;63.1;%
setup_viol;0;
remaining_drc_errors;0;
setup_tns;0;ns
cts-resized-gates;0;
slew_viol_final;0;
clockBufferDepth;3;
ys_cells;3386;
finalInstanceArea;0.0560;sq mm
period_used_share;80.6;%
h-tree-depth;3;
clkTransAtPathRegs;0.06;ns
wire_per_inst;27.1;um
yosys_area;0.0488;sq mm
clock-root-buffer;clkbuf_16;
grt_pass1_vias;32000;
warnings;26;
ys_seq_elements;1024;
core.rowCount;147;
whs;1.62;ns
rsz0062_at_grt;no;
worstSetupPathType;input pin to output port;
cts_buffers;102;
irDropWorstVdd;0.157;mV
grt_max_degree;95;
post-cts-setup-buffers;0;
initial_core_util;30.3;%
seqCellArea;0.0307;sq mm
comb_area;0.0169;sq mm
cts.sink_count;1024;
tightest_slew;0.901;ns
required;6.00;ns
cts_tree;built;
final_cell_mix;mux2i_1, edfxtp_1, nand3_1;
antenna_found_initial;17;
drive_gt1_share;8.99;%
die_w;405;um
synth_top_cell_by_area;edfxtp_1;
drt-total-wl;156000;um
critPathArrivalTime;4.55;ns
p_per_area;226;mW/mm^2
syn-instance-count;3386;
largest_register_ffs;1024;
clock.fmax;0.165;GHz
place_congestion;0.868;
p_leak;20.2;nW
syn_to_final_growth;14.8;%
area_leaders;edfxtp_1, mux2i_1, a22oi_1;
syn_avg_cell_area;14.4;sq um
port-buffer-count;112;
synth_area;0.0488;sq mm
grt-ovfl-total;0;
-- routing by layer --
metal  track usage, %  vias to the layer above  share of wire (%)
li1                 -                    13600                  -
met1             23.2                    15100                 36
met2             29.9                     1668                 46
met3             13.2                      311                 15
met4             6.18                       22                3.7
met5            0.684                        -               0.18
-- through the flow --
stage	worst slack [ns]	util, %
global route	1.37	34.8
finish	1.45	34.8
global placement	1.56	32.8
CTS	1.51	34.8
detailed placement	1.51	32.8
floorplan	3.45	-
-- cell usage after synthesis --
cell / n
a21oi_1: 192
a22o_1: 128
a22oi_1: 192
a31oi_1: 64
and2_1: 2
buf_1: 11
buf_2: 62
buf_4: 57
buf_6: 37
clkbuf_1: 82
clkbuf_4: 4
conb_1: 1
edfxtp_1: 1024
mux2i_1: 1024
nand2_1: 195
nand2b_1: 4
nand3_1: 194
nand3b_1: 5
nor2_1: 34
nor2b_1: 4
nor3_1: 64
or2_2: 2
or3_1: 1
or3b_2: 3
-- worst max-delay path, stage by stage --
cell and delay [ns]:
clkdlybuf4s50_1 0.61, nor2b_4 0.73, buf_4 0.53, a22o_1 0.21
nor3_1 0.05, a31oi_1 0.18, nand3_1 0.23, clkdlybuf4s50_1 0.48
-- report_power, final --
part / internal (mW) / total (mW) / leakage, nW / switching (mW)
Sequential: 6.38 / 6.41 / 9.25 / 0.0323
Clock: 2.83 / 5.02 / 1.58 / 2.19
Combinational: 0.455 / 1.19 / 9.41 / 0.737
Total: 9.67 / 12.6 / 20.2 / 2.96
-- cell families after synthesis --
group	after synthesis	synth area share, %
AOI/OAI and AO/OA	576	8.05
buffers and inverters	253	3.15
DFF	1024	63.1
muxes	1024	21.0
other	1	0.00769
and+or+nand+nor	508	4.71
-- cell type report --
class	instances	share of cell area, %
Sequential cell	1024	55.0
Multi-Input combinational cell	2140	30.2
Tap cell	2160	4.83
Clock buffer	127	4.77
Timing Repair Buffer	245	4.28
Clock inverter	58	0.988
Antenna cell	2	0.00894
-- worst paths after layout --
kind / start / endpoint / cells past startpoint
worst max-delay path: A1[0] / RD1[12] / 8
worst min-delay path: WD3[28] / x[13][28] / 2
Power and IR drop assume default switching activity.
